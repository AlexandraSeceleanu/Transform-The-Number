==> flow/design.v <==
`timescale 1ns / 1ps
module base2_to_base3(
    output reg  [31 : 0]  base3_no, 
    output reg         done,
    input    [15 : 0]  base2_no,
    input              en,
    input              clk);
 	reg[2:0] state = 0;
	reg[2:0] next_state;
	reg[15 : 0] base2_no_r;
	reg[15 : 0] N1;
	reg[15 : 0] D1;
	reg[7:0] i;
	wire[15 : 0] R1;
	wire[15 : 0] Q1;
	div_algo uut(
	    .Q(Q1),
		 .R(R1),
		 .N(N1),
		 .D(D1) );
	always @(posedge clk) begin
		state<= next_state;
	end
	always @(*)begin
		done = 0;
		case(state)
		 0: begin   			 
		   i = 0;
			base3_no = 0;
			if (en == 1) begin			 
			base2_no_r = base2_no;       
			next_state = 1;
			end 
			else next_state = 0;
			end
		1: begin					 
		 N1= base2_no_r;
		 D1 = 3;
		 next_state = 2;
		 end
		2: begin					 
		base3_no[i+:2]= R1[1:0];    
		 i = i + 2;
		 base2_no_r = Q1;
		 if(base2_no_r == 0)begin   
		   next_state = 3;
		end
		else if(base2_no_r != 0)begin  
			next_state =  1;
		end
		end
		3: begin						 
		 done = 1;
		 next_state = 0;
		 end
	endcase
	 end
endmodule
`timescale 1ns / 1ps
module div_algo(
	output reg [15:0] Q,
	output reg [15:0] R, 
	input [15:0] N,
	input [15:0] D );
	reg signed[4:0] i;
	always @ (*) begin
		R = 0;                  		  
		Q = 0;                  		 
		for(i=15;i>=0;i=i-1) begin  	 
			R = R<<1;                   
			R[0] = N[i];					 
			if(R>=D) begin
				R = R-D;
				Q[i] = 1;
			end
		end
	end
endmodule
==> flow/run.sh <==
#!/bin/bash
# OpenROAD 26Q1-2900-gdf79404cd8, Yosys 0.63+post, stock flow scripts
make -C /OpenROAD-flow-scripts/flow DESIGN_CONFIG=/design/flow/config.mk WORK_HOME=/design/flow/orfs finish
==> flow/config.mk <==
export PLATFORM = sky130hd
export DESIGN_NAME = base2_to_base3
export DESIGN_NICKNAME = base2_to_base3
export VERILOG_FILES = /design/flow/design.v
export SDC_FILE = /design/flow/constraint.sdc
export NUM_CORES = 4
export LEC_CHECK = 1
export CORE_UTILIZATION = 40
==> flow/constraint.sdc <==
current_design base2_to_base3

set clk_period 4.1
set clk_io_pct 0.2

create_clock -name clk0 -period $clk_period [get_ports {clk}]

set non_clock_inputs [all_inputs -no_clocks]
set_input_delay [expr $clk_period * $clk_io_pct] -clock clk0 $non_clock_inputs
set_output_delay [expr $clk_period * $clk_io_pct] -clock clk0 [all_outputs]
==> GITHUB_STEP_SUMMARY <==
## PnR job results

| Metric | Value |
|---|---|
| Status | `finished, final reports clean` |
| Vias in the first global route | `9,427` |
| Core Box Area | `0.0236 mm2` |
| CTS tree | `built` |
| H-tree depth | `1` |
| Mean Syn Cell Area | `6.66 um2` |
| Worst path arrival time | `3.31 ns` |
| Seq cells post-synth | `76` |
| TritonCTS buffer count | `3` |
| Cell row count | `56` |
| Synth mux share | `0.0282` |
| Adder-cell share of the synthesized area | `0.0217` |
| Post-synth ARST share | `0` |
| Crit path DRT | `4.26 ns` |
| F_max | `approximately 0.32 GHz` |
| Die width | `158 um` |
| Layout cells sized above 1 | `0.0695` |
| DRC errors left | `0` |
| Normalized max-slew margin | `0.327` |
| Clock-pin slew of the registers on the worst-case setup and hold paths | `0.03 ns` |
| Simple-Gate Fraction of Synth Area | `0.394` |
| DIE HEIGHT | `158 um` |
| Setup TNS | `0 ns` |
| Yosys top cell by area | `dlxtn_1` |
| Yosys Instances | `1,455` |
| DRT Pass-1 Iters | `5` |
| Die ar. | `0.0248 mm2` |
| Drt total wl | `28.9 mm` |
| Port Buf Inserts | `50` |
| Top logic family | `simple AND/OR/NAND/NOR gates` |
| Final total power | `0.00308 W` |
| Tally of filler cells in the layout | `2,464` |
| DRT iter0 DRCs | `725` |
| CP startpoint kind | `flop` |
| # IOs | `51` |
| Hold Violations, Final | `0` |
| Top cells by count | `nand2_1 (211), nor2_1 (102), o21ai_0 (92)` |
| Final worst slack | `0.956 ns` |
| DP Wirelength | `22.2 mm` |
| Post-DR wirelength/cell | `16.4 um` |
| Antenna viol nets, final | `0` |
| Least-Margin Pin Slew | `between 1 and 1.5 ns` |
| Post-synth area hogs | `dlxtn_1 (11%), nand2_1 (8.2%), o21ai_0 (4.8%)` |
| Worst hold path type | `flop to primary output` |
| Synth Area in Compound Gates | `0.332` |
| Vias | `about 11,000` |
| Final setup fails | `0` |
| Grt ovf | `0` |
| Leak | `a little under 4 nW` |
| Clk buf depth | `2` |
| Fin crit period | `3.14 ns` |
| Cell Type Count | `110` |
| Syn Inst Count | `approximately 1,500` |
| Area Overhead vs Synth | `7.61%` |
| Yosys warns | `30` |
| Max VDD drop | `around 0.24 mV` |
| Unrepaired setup endpoints after global routing | `false` |
| Init Core Util | `0.410` |
| Post-synth EDFFs | `0` |
| Yosys Chip Area | `0.00968 mm2` |
| Largest net degree at the start of global routing | `around 66` |
| Xor/xnor share | `0.0556` |
| Pre-CTS setup slack | `1.02 ns` |
| Post-CTS Setup Inserts | `0` |
| Final Slew Violations | `0` |
| Crit Path Max Fanout | `38` |
| Pwr dens | `295 mW/mm2` |
| Tool warning count | `26` |
| Initial antenna violation count | `1` |
| Number of unconstrained endpoints | `roughly 110` |
| Count leader, synth | `nand2_1` |
| Maximum capacitance violations | `0` |
| Gr usage total | `0.240` |
| Fin crit share | `0.767` |
| Placer Congestion | `0.968` |
| Mapped Area | `0.00968 mm2` |
| Register pins left without a clock | `74` |
| Root Driver | `clkbuf_16` |
| Kind of critical path | `flop to flop` |
| Ys flop type | `dlxtn_1` |
| Hold_buf cts | `0` |
| Vias per cell | `6.07` |
| Resized cells post-CTS | `0` |
| CP endpoint kind | `flop` |
| Top area contributor share | `0.115` |
| Global-route wire length before repair | `slightly below 50 mm` |
## layout make-up
class,instances,area [um2],area share
sequential,76,1150,0.110
antenna,1,2.50,0.000240
clock buffer,3,75.1,0.00720
multi-input combinational,1268,8080,0.776
timing repair buffer,65,613,0.0588
inverter,26,97.6,0.00937
tap,319,399,0.0383
## layer usage
layer  vias up  routed length [um]  track usage
met5         -                   0            0
met4         0                 469       0.0398
met3        29                1450       0.0167
met2       307               12400        0.368
met1      4875               14500        0.373
li1       5464                   -            -
## cell usage in the layout, fill, tap and decap left out, types with 9 or more instances in the layout
| cell type | Yosys | layout |
|---|---|---|
| or2_2 | 18 | 18 |
| buf_4 | 5 | 15 |
| nor4_1 | 22 | 22 |
| o21ai_0 | 92 | 92 |
| o2111ai_1 | 12 | 12 |
| a211oi_1 | 17 | 17 |
| clkdlybuf4s50_1 | 0 | 50 |
| a31o_2 | 11 | 11 |
| nand4_1 | 14 | 14 |
| o211a_1 | 11 | 11 |
| a21o_1 | 31 | 31 |
| nor3_1 | 72 | 72 |
| inv_1 | 25 | 25 |
| dlxtn_1 | 74 | 74 |
| ha_1 | 16 | 16 |
| nor2b_1 | 17 | 16 |
| or4_1 | 13 | 13 |
| a211o_1 | 20 | 19 |
| a31oi_1 | 19 | 19 |
| o211ai_1 | 22 | 22 |
| and2_1 | 25 | 25 |
| or3_1 | 28 | 28 |
| nand3_1 | 72 | 72 |
| xnor2_1 | 42 | 42 |
| o31ai_1 | 18 | 18 |
| mux2_2 | 10 | 10 |
| and3_1 | 35 | 35 |
| nor3b_1 | 9 | 9 |
| xor2_1 | 15 | 15 |
| o22ai_1 | 10 | 10 |
| nand2_1 | 211 | 211 |
| o21a_1 | 16 | 16 |
| mux2i_1 | 16 | 16 |
| a21oi_1 | 57 | 57 |
| nand2b_1 | 29 | 29 |
| nor2_1 | 102 | 102 |
## flip-flops by register name, indices dropped and copies added (netlist names)
| register | cells |
|---|---|
| N1 | 16 |
| base2_no_r | 16 |
| state | 2 |
| i | 8 |
| base3_no | 32 |
| next_state | 2 |
## cell families after synthesis
logic type | Yosys count
simple gates | 721
compound gates | 443
buf+inv | 112
latches | 74
xor+xnor | 59
mux | 26
fa+ha+maj | 17
flops | 2
other cells | 1
## power by group
part           internal [W]   total, W  switching, W
combinational       0.00103    0.00286       0.00183
sequential        0.0000501  0.0000695     0.0000193
clock              0.000124   0.000145     0.0000214
## worst max-delay path: stages, from the launching register on
cell and delay (ns):
dfxtp_1 0.31, buf_4 0.35, nand2b_1 0.09, buf_4 0.27, nor4_1 0.40, nand3_1 0.19, nor3_1 0.30, nand4_1 0.17
nor3_1 0.26, nand3_1 0.12, o21ai_1 0.24, dlxtn_1 0.36
## stage by stage
step | hold WS, ns | area [um2] | std cells | utilization
3_5_place_dp | 1.65 | 10300 | 1754 | 0.438
5_1_grt | 1.91 | 10400 | 1757 | 0.441
4_1_cts | 1.88 | 10400 | 1757 | 0.441
6_report | 1.87 | 10400 | 1758 | 0.441
2_1_floorplan | 1.59 | 9690 | 1456 | -
3_3_place_gp | 1.64 | 10300 | 1754 | 0.438
## final timing paths
check	startpoint	endpoint	slack, ns	cells after the start
hold / removal	state[1]	done	1.87	2
setup / recovery	state[1]	state[1]	0.96	11
setup reg to reg	state[1]	state[1]	0.96	11
Power is estimated from default activity; no workload was simulated.
